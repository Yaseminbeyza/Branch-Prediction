--- flow/design.v ---
`timescale 1ns / 1ps
module Branch_detector(
    input wire clk,
    input wire reset,
    input wire [31:0] pc,            
    input wire [31:0] branch_target,  
    input wire branch_taken,          
    input wire branch_prediction,   
    input wire [31:0] btb_target,     
    input wire btb_found,             
    input wire [2:0] branch_op,      
    input wire [31:0] rs1,          
    input wire [31:0] rs2,       
    output reg branch_mispredict,     
    output reg [31:0] next_pc        
);
    always @(posedge clk) begin
        if (reset) begin
            branch_mispredict <= 0;
            next_pc <= 32'h0;
        end else begin
            case(branch_op)
                3'b000:  
                    if (branch_taken) begin
                        if (branch_prediction && btb_found && (btb_target == branch_target) && (rs1 == rs2)) begin
                            branch_mispredict <= 0;
                            next_pc <= btb_target;
                        end else begin
                            branch_mispredict <= 1;
                            next_pc <= branch_target;
                        end
                    end else begin
                        branch_mispredict <= 0;
                        next_pc <= pc + 4;
                    end
                3'b001:  
                    if (branch_taken) begin
                        if (branch_prediction && btb_found && (btb_target != branch_target) && (rs1 != rs2)) begin
                            branch_mispredict <= 0;
                            next_pc <= btb_target;
                        end else begin
                            branch_mispredict <= 1;
                            next_pc <= branch_target;
                        end
                    end else begin
                        branch_mispredict <= 0;
                        next_pc <= pc + 4;
                    end
                default: begin
                    branch_mispredict <= 0;
                    next_pc <= pc + 4;
                end
            endcase
        end
    end
endmodule
--- flow/config.mk ---
export PLATFORM = sky130hd
export DESIGN_NAME = Branch_detector
export DESIGN_NICKNAME = Branch_detector
export VERILOG_FILES = /design/flow/design.v
export SDC_FILE = /design/flow/constraint.sdc
export NUM_CORES = 4
export LEC_CHECK = 1
export CORE_UTILIZATION = 40
--- flow/run.sh ---
#!/bin/bash
# OpenROAD 26Q1-2900-gdf79404cd8, Yosys 0.63+post, stock flow scripts
make -C /OpenROAD-flow-scripts/flow DESIGN_CONFIG=/design/flow/config.mk WORK_HOME=/design/flow/orfs finish
--- flow/constraint.sdc ---
current_design Branch_detector

set clk_period 7.9
set clk_io_pct 0.2

create_clock -name clk0 -period $clk_period [get_ports {clk}]

set non_clock_inputs [all_inputs -no_clocks]
set_input_delay [expr $clk_period * $clk_io_pct] -clock clk0 $non_clock_inputs
set_output_delay [expr $clk_period * $clk_io_pct] -clock clk0 [all_outputs]
==> impl_metrics.toml <==
# implementation run metrics
[outcome]
run_status = "complete, no violations"

[cts]
h-tree-depth = 2
cts_buffer_depth = 2
post_cts_buffers = 0
cts_tree = "yes"
cts-buffers-inserted = 5
clkSinkCount = 33
postCtsHoldBufs = 0
post_cts_resized = 0
clockRootBuffer = "clkbuf_8"
path_clk_slew_ns = 0.08

[die]
initCoreUtil = 0.414
die-area_sq_um = 7420
ios = 201
die-width_microns = 86.1
dieHeight_microns = 86.1
rows = 30
coreArea_sq_um = 6830

[worst_hold_path]
hold_depth = 2
hp-start = "pc[0]"
hold_end = "next_pc[0]"
hp-class = "in -> reg"

[synth]
synth_cells = 363
async_reset_ff_frac = 0
synth-edff-count = 0
top_cell_area_share = 0.233
synthTopLogicFamily = "XOR/XNOR gates"
synth.avg_cell_area_sq_um = 7.80
top_area_cell = "dfxtp_1"
aoi_share = 0.198
ys_types = 36
synth_chip_area_sq_um = 2830
syn-cell-area_sq_um = 2830
synth_top_flop_cell = "dfxtp_1"
yosys_warnings = 1
ys_cells = 363
ys_seq_frac = 0.233
ys_top_cells_by_area = "dfxtp_1, xor2_1, xnor2_1"
mux_share = 0.00354
xor_area_frac = 0.278
ys.flops = 33
ys_sh_simple = 0.247
fa_ha_area_frac = 0.00442

[final_timing]
tns_ns = 0
hold_viol_final = 0
final.min_clock_period_ns = 4.06
relSlewSlack = 0.523
rsz0062_at_grt = "no"
worst_pin_slew_ns = 0.710
setup_ws_ns = 3.84
setup_viol = 0
slew_viol_final = 0
fmax_mhz = 247
period_used_share = 0.513

[routing]
antenna_cells = 0
drtIter0Drc = 161
wire_per_inst_microns = 15.9
totalWireLength_microns = 10400
post_drt_via_cell_ratio = 5.34
drc = 0
drtPass1Iterations = 5
ant_nets = 0
vias = 3475

[global_route]
overflow = 0
antenna_found_initial = 0
grt_pass1_vias = 3235
grt_pass1_wl_microns = 15800
grt_usage = 0.280
grt_start_max_net_pins = 50

[pwr]
switching_share = 0.257
p_sw_mw = 0.142
powerDensity_nw_per_um2 = 110
seqPwrFrac = 0.328
p_total_mw = 0.554
p_int_mw = 0.412
leakage_nw = 1.78
clkPwrFrac = 0.304
combPwrFrac = 0.368
irDropWorstVdd_v = 0.0000721

[place]
place_hpwl_microns = 8390
place_ws_ns = 3.60
port-buffer-count = 200
placed_area_sq_um = 4910
gp_congestion = 0.892

[worst_setup_path]
cp_data_arrival_time_ns = 4.23
cp-start-kind = "input pin"
end_kind = "flip-flop"
cp_slowest_cell = "clkdlybuf4s50_1"
criticalPathCategory = "in -> reg"
worst_path_largest_cell_delay_ns = 0.49
worstPathMaxFanout = 21
cp.required_ns = 8.07
crit_chain = "clkdlybuf4s50_1 -> xnor2_1 -> nand4_1 -> nor4_1 -> nand2_1 -> mux2i_4 -> buf_4 -> a21oi_1 -> a311o_1"

[final_layout]
utilization = 0.735
final.fill_count = 548
layout_top_cells = "clkdlybuf4s50_1, xor2_1, nand2_1, xnor2_1, a21oi_1"
drive_above_1_share = 0.0342
stdcell_area_sq_um = 5020
syn2layout_area_growth_pct = 77.5
layout.cells.most_common = "clkdlybuf4s50_1"

[job]
warning_count = 26
maxCapViolations = 0
## power by group through the flow
stage                 clock network, mW  logic [mW]  registers, mW
after CTS                         0.171       0.205          0.182
after global routing              0.176       0.219          0.183
final                             0.169       0.204          0.182
## cell type report
type                    count  area (sq um)  area share
clock inverters             1          30.0     0.00598
clock buffers               7          86.3      0.0172
inverters                   3          11.3     0.00224
well taps                  96           120      0.0239
multi-input cells         307          2080       0.415
flip-flops and latches     33           661       0.132
repair buffers            204          2030       0.405
## synthesized netlist by cell type, drive strengths merged, types with 2 or more instances
master,n
a21oi,35
a311o,30
a32o,2
and2,3
and3,5
and4,5
buf,7
clkbuf,13
dfxtp,33
inv,3
nand2,45
nand3,12
nand4,19
nor2,29
nor3,3
nor4,12
o21ai,4
or3,3
xnor2,40
xor2,49
## registers in the layout, indices dropped and copies added (netlist names)
register and count:
branch_mispredict 1, next_pc 32
## worst max-delay path: cells and delay by family
| family | cells | cell delay, ns |
|---|---|---|
| simple gates | 3 | 0.71 |
| mux | 1 | 0.42 |
| xor+xnor | 1 | 0.24 |
| compound gates | 2 | 0.44 |
| buf+inv | 2 | 0.84 |
## cells by family (layout without fill, tap and decap cells)
| group | count (synthesis) | after routing |
|---|---|---|
| buffers and inverters | 23 | 215 |
| AND-OR/OR-AND | 76 | 76 |
| adder cells (fa/ha/maj) | 1 | 1 |
| multiplexers | 1 | 1 |
| AND/OR/NAND/NOR | 140 | 140 |
| XOR/XNOR | 89 | 89 |
| flip-flops | 33 | 33 |
## metal layers
metal / global-route usage / part of all wire / vias up
met5: 0 / 0 / -
met4: 0.0470 / 0.021 / 0
met3: 0.0762 / 0.10 / 18
met2: 0.471 / 0.48 / 181
met1: 0.367 / 0.40 / 1567
li1: - / - / 1709
## how the worst max path moves through the flow
stage	start	endpoint	depth (start not counted)
4_1_cts	branch_target[1]	next_pc[13]	9
6_report	branch_target[1]	next_pc[13]	9
5_1_grt	branch_target[1]	next_pc[27]	9
## through the flow
stage,hold WS [ns],cells
floorplan,1.72,363
global placement,2.20,643
detailed placement,2.21,643
CTS,1.90,651
global route,1.91,651
finish,1.90,651
No activity file was given, so power comes from the tool's default toggle rates.
